`design/flow/design.v`:
```
module seven_segment_display (
    input wire [3:0] number,
    input wire [1:0] display_select,
    output reg [6:0] segments,
    output reg [3:0] digit_select
);
always @(number)
begin
    case(number)  
        0: segments =  7'b0000001;
        1: segments =  7'b1001111;
        2: segments =  7'b0010010;
        3: segments =  7'b0000110;
        4: segments =  7'b1001100;
        5: segments =  7'b0100100;
        6: segments =  7'b0100000;
        7: segments =  7'b0001111;
        8: segments =  7'b0000000;
        9: segments =  7'b0000100;
        default: segments = 7'b1111111;
    endcase
end
always @(display_select)
begin
    case(display_select)  
        2'b00: digit_select = 4'b0001;
        2'b01: digit_select = 4'b0010;
        2'b10: digit_select = 4'b0100;
        2'b11: digit_select = 4'b1000;
    endcase
end
endmodule
```
`design/flow/run.sh`:
```
#!/bin/bash
# OpenROAD 26Q1-2900-gdf79404cd8, Yosys 0.63+post, stock flow scripts
make -C /OpenROAD-flow-scripts/flow DESIGN_CONFIG=/design/flow/config.mk WORK_HOME=/design/flow/orfs finish
```
`design/flow/config.mk`:
```
export PLATFORM = sky130hd
export DESIGN_NAME = seven_segment_display
export DESIGN_NICKNAME = seven_segment_display
export VERILOG_FILES = /design/flow/design.v
export SDC_FILE = /design/flow/constraint.sdc
export NUM_CORES = 4
export LEC_CHECK = 1
export CORE_AREA = 10 10 70 70
export DIE_AREA = 0 0 80 80
```
`design/flow/constraint.sdc`:
```
current_design seven_segment_display

set clk_period 1.6
set clk_io_pct 0.2

create_clock -name clk0 -period $clk_period

set non_clock_inputs [all_inputs -no_clocks]
set_input_delay [expr $clk_period * $clk_io_pct] -clock clk0 $non_clock_inputs
set_output_delay [expr $clk_period * $clk_io_pct] -clock clk0 [all_outputs]
```
==> results.yml <==
# yosys + openroad results
yosys:
  avgSynthCellArea_sq_um: 6.29
  postSynthCellCount: 37
  netlist_top_cells_count: "nor2_1, o21ai_0, ha_1"
  ys_cells: 37
  ys_seq_frac: 0
  largest_area_cell: "ha_1"
  top_area_frac: 0.269
  area_leaders: "ha_1, o21ai_0, nand2b_1, nor2_1, nor2b_1"
  yosys_warnings: 1
  ys_chip_area_sq_um: 233
  synth_cell_types: 15
  netlist_area_sq_um: 233
sta:
  rsz0062_at_grt: "yes"
  finalClockPeriodUsage: 1.02
  finalSetupViolCount: 1
  hold_violations: 0
  tightestPinTransition_ns: 0.162
  min_period_ns: 1.63
  max_freq_ghz: 0.613
  drv_slew: 0
  slew-limit-headroom: 0.891
  fin_ws_ns: -0.0313
  fin_hold_ws_ns: 1.05
routing:
  drt_pass1_iterations: 4
  wl_um: 983
  ant_nets: 0
  antenna_cells_inserted: 0
  wl_per_cell_um: 8.86
  post-route-drc-count: 0
  drt_iter0_markers: 14
  num_vias: 341
  vias_per_cell: 3.07
setup_path:
  critPathArrivalTime_ns: 1.31
  cp-end-kind: "primary output"
  startpoint_type: "input pin"
  worstSetupPathType: "input pin to primary output"
  critPathRequiredTime_ns: 1.28
  crit_fanout: 4
final_layout:
  regArea_sq_um: 0
  syn2layout_area_growth_pct: 151
  final_core_util: 0.171
  drive_above_1_share: 0.415
  nClkBuffers: 0
  finalNonFillerCells: 111
  flops: 0
floorplanning:
  chipHeight_um: 80
  core_sq_um: 3420
  initCoreUtil: 0.0681
  rows: 21
  die_x_um: 80
  dieArea_sq_um: 6400
  top_level_ports: 17
power:
  leakagePower_nw: 0.258
  fin_total_pwr_uw: 126
  vdd_drop_max_mv: 0.0300
  powerDensity_nw_per_um2: 216
place:
  globalplace.congestion: 0.755
  portBuffers: 17
  pre_cts_slack_ns: -0.652
  post-place-cells: 105
  dpl.hpwl_um: 707
global_routing:
  antenna_found_initial: 0
  grt_max_degree: 12
  grt_util_all_layers: 0.0263
  grt_pass1_vias: 310
  grt.overflow.total: 0
  grt_pass1_wl_mm: 1.46
hold_path:
  hold_start: "number[3]"
  holdPathStages: 4
  min_path_type: "input pin to primary output"
  holdPathEnd: "segments[3]"
flow_run:
  maxCapViolCount: 0
  tool_warnings: 38
run_status:
  outcome: "finished, violations left"
  violations: "setup timing"
## final cells by class
cell class	count	area, sq um
multi-input combinational	32	245
tap	46	57.6
timing repair buffer	30	270
inverter	3	11.3
fill	384	2830
## per-layer routing
metal	GRT usage	up-vias	wire, um
li1	-	175	-
met3	0.00682	0	62
met2	0.0433	8	475
met5	0	-	0
met4	0	0	0
met1	0.0356	158	445
## worst max-delay path: stages
cell     delay (ns)
buf_8          0.10
buf_6          0.11
or2b_1         0.25
buf_4          0.14
a21oi_2        0.13
buf_4          0.12
a31oi_1        0.03
buf_2          0.12
## through the flow
stage	TNS [ns]	cell area, sq um
global route	-0.174	584
finish	-0.0313	584
global placement	-4.68	497
detailed placement	-4.77	497
CTS	-0.0429	556
floorplan	0	233
## how the worst max path moves through the flow
stage | start | endpoint | depth (start not counted)
CTS | number[1] | segments[3] | 8
global route | number[0] | segments[3] | 8
finish | number[1] | segments[3] | 8
## kinds of logic after synthesis
logic type,Yosys count,synth area share
AND/OR/NAND/NOR,17,0.376
AND-OR/OR-AND,10,0.237
adder cells (fa/ha/maj),5,0.269
buffers and inverters,5,0.118
## cell usage in the layout (no fill, tap or decap)
master / count
buf_2: 1
nor2_4: 1
buf_4: 9
ha_4: 2
nand2b_4: 1
nand2b_1: 3
o21ai_0: 2
inv_1: 1
buf_8: 2
buf_6: 4
nand2_1: 2
a21oi_1: 2
o21ai_1: 4
a31oi_1: 1
a21oi_2: 1
inv_2: 2
ha_1: 3
clkdlybuf4s50_1: 4
or2b_1: 1
nor2b_1: 2
clkbuf_4: 1
clkbuf_2: 2
dlygate4sd2_1: 5
clkdlybuf4s15_1: 1
and2_1: 1
or2_1: 1
clkdlybuf4s15_2: 1
nor2_1: 5
## power breakdown
part | total (mW) | internal, mW | switching [mW]
sequential | 0 | 0 | 0
clock | 0 | 0 | 0
combinational | 0.126 | 0.0784 | 0.0481
## timing repair
| action | 4_1_cts | 5_1_grt |
|---|---|---|
| endpoints found under the hold margin | 0 | 0 |
| resized | 42 | 11 |
| endpoints found under the setup margin | 11 | 5 |
| pin swaps | 8 | 3 |
| buffers inserted | 5 | 1 |
| hold buffers | 0 | 0 |
Power is estimated from default activity; no workload was simulated.
