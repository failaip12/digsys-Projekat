==> design.v <==
module lcg_random_number_generator (
    input clk,
    input rst,
    output wire [15:0] random_number
);
reg [15:0] state;
parameter A = 22695477;  
parameter C = 1;         
parameter M = 65536;     
always @(posedge clk or posedge rst) begin
    if (rst) begin
        state <= 16'hACE1;  
    end else begin
        state <= (state * A + C) % M;
    end
end
assign random_number = state;
endmodule
==> run.sh <==
#!/bin/bash
# OpenROAD 26Q1-2900-gdf79404cd8, Yosys 0.63+post, stock flow scripts
make -C /OpenROAD-flow-scripts/flow DESIGN_CONFIG=/design/flow/config.mk WORK_HOME=/design/flow/orfs finish
==> config.mk <==
export PLATFORM = sky130hd
export DESIGN_NAME = lcg_random_number_generator
export DESIGN_NICKNAME = lcg_random_number_generator
export VERILOG_FILES = /design/flow/design.v
export SDC_FILE = /design/flow/constraint.sdc
export NUM_CORES = 4
export LEC_CHECK = 1
export CORE_UTILIZATION = 40
==> constraint.sdc <==
current_design lcg_random_number_generator

set clk_period 7.4
set clk_io_pct 0.2

create_clock -name clk0 -period $clk_period [get_ports {clk}]

set non_clock_inputs [all_inputs -no_clocks]
set_input_delay [expr $clk_period * $clk_io_pct] -clock clk0 $non_clock_inputs
set_output_delay [expr $clk_period * $clk_io_pct] -clock clk0 [all_outputs]
==> results.txt <==
status -> finished, final reports clean
Overall Global Routing Usage -> 15.7%
Setup crit end kind -> flop
via count -> 1636
setup_tns -> 0 ns
Slew @ Worst Pin -> 0.677 ns
Unique masters post-synth -> 32
Critical Path Max Stage Delay -> 0.65 ns
routed len/inst -> 13.4 um
largest net degree at the start of global routing -> 17
Hold Vio Cnt, Final -> 0
ys cells -> 248
Peak VDD IR -> 0.0412 mV
DIE WIDTH -> 82.9 um
Crit path arrival time -> 5.01 ns
Logic area -> 1950 um^2
Mean Syn Cell Area -> 10.5 um^2
share of cells above drive strength 1 -> 8.55%
Min-Delay Path Class -> flop to flop
Rows -> 29
Seq cells post-synth -> 16
Worst Hold Depth -> 1
hold_sp -> state[0]$_DFF_PP1_
tool warnings -> 28
Hold Path End -> state[0]$_DFF_PP1_
DR vias/cell -> 4.73
Max transition margin -> 54.8%
initial antenna violation count -> 0
PnR Total Power -> 0.170 mW
Post-DP HPWL -> 4110 um
final worst-path cycle share -> 65.6%
first-pass GRT wire length -> 8310 um
P per Cell Area -> 57.9 nW/um^2
grt ovf -> 0
Seq/Total Area, Yosys -> 15.7%
post-route ant nets -> 0
Yosys chip area -> 2620 um^2
final setup violation count -> 0
worst-path cell chain -> inv_1 -> ha_1 -> inv_1 -> fa_1 -> inv_1 -> fa_1 -> fa_1 -> fa_1 -> inv_1 -> fa_1 -> ha_1 -> or4b_2 -> o221a_2 -> o31ai_1
max reg flops -> 16
WHS -> 0.553 ns
R2R Path End -> state[13]$_DFF_PP1_
post-CTS sizing -> 0
fmax -> 206 MHz
Yosys warnings -> 1
Core Area -> 6310 um^2
Filler cells -> 605
total CTS buffers -> 3
worst reg2reg startpoint -> state[5]$_DFF_PP1_
Post-Syn Area -> 2620 um^2
critical path's most frequent cell -> fa_1
routed wire length -> 4650 um
maxcap violations -> 0
Syn Inst Count -> 248
floorplan utilization -> 41.4%
P_leak -> 1.54 nW
hold_buf cts -> 0
biggest regs -> state (16)
RSZ-0062 raised after global routing -> no
final worst slack -> 2.54 ns
Flop area -> 410 um^2
r2r setup slk -> 2.54 ns
CP Class -> flop to flop
first-pass iteration count of the detailed router -> 4
Skew-Pair Late Insertion Delay -> 0.25 ns
Layout Skew -> 0.00911 ns
Reg with most FFs -> state
Worst Reg2Reg Path Length in Cells -> 14
die y size -> 82.9 um
number of diodes -> 0
Starting DRT DRC Count -> 50
Place WS -> 2.59 ns
CTS tree -> built
Max Buffers Root-to-Sink -> 2
startpoint types -> flop
Die Area -> 6860 um^2
crit path DRT -> 7.56 ns
area delta synth->final -> 12.3%
io pins -> 18
postcts setup bufs -> 0
CTS Sinks -> 16
Final Max Slew Viols -> 0
# DRC -> 0
H-tree levels -> 1
slowest CP cell -> or4b_2
GP Congestion -> 0.854
vias in the first global route -> 1737
Port Buf Inserts -> 17
root buffer cell -> clkbuf_8
Clk pin slew, worst setup/hold paths -> 0.07 ns
Finished Core Util -> 46.5%
post-route minimum period -> 4.86 ns
worst-path fanout max -> 6
==> final cells by class <==
type	instances	share of cell area [%]
Clock buffer	4	1.87
Inverter	67	8.56
Multi-Input combinational cell	165	66.5
Sequential cell	16	14.0
Tap cell	77	3.28
Timing Repair Buffer	17	5.79
==> cells in the mapped netlist <==
cell type,instances,area (um^2)
o211ai_1,1,7.51
or2_2,2,12.5
a31oi_1,1,6.26
o31ai_1,1,7.51
ha_1,68,851
a211oi_2,1,12.5
nand2_1,2,7.51
a21o_1,1,7.51
nand3b_4,1,20.0
and2_1,1,6.26
and3_1,1,6.26
o21ai_2,1,8.76
dfstp_2,8,210
dfrtp_1,8,200
nand3b_1,1,7.51
inv_1,67,251
fa_1,28,561
a31o_4,1,17.5
o21ai_0,2,10.0
or4b_1,1,10.0
xnor2_1,19,166
nor3b_1,1,7.51
o221a_2,1,11.3
nor2_1,4,15.0
or4b_2,1,10.0
xor2_1,10,87.6
a21o_2,2,17.5
nand3_1,2,10.0
a22o_1,1,8.76
mux2_2,1,11.3
a2111oi_0,1,8.76
a21oi_1,8,40.0
==> layer usage <==
| metal | part of all wire [%] | GRT usage, % |
|---|---|---|
| met1 | 50 | 24.3 |
| met2 | 46 | 25.0 |
| met3 | 1.9 | 1.92 |
| met4 | 2.1 | 3.13 |
| met5 | 0 | 0 |
==> worst max-delay path: cells and delay by family (launching register included) <==
kind / cells / cell delay (ns)
adder cells (fa/ha/maj): 7 / 2.91
AND/OR/NAND/NOR: 1 / 0.65
AND-OR/OR-AND: 2 / 0.35
flip-flops: 1 / 0.60
buffers and inverters: 4 / 0.25
==> placed cells by master (no fill, tap or decap), types with 2 or more instances in the layout <==
cell and count:
a21oi_1 8, a21o_2 2, or2_2 2, dfstp_2 8
inv_1 67, clkbuf_8 4, fa_1 28, o21ai_0 2
xnor2_1 19, xor2_1 10, nor2_1 4, nand2_1 2
nand3_1 2, dfrtp_1 8, clkdlybuf4s50_1 17, ha_1 68
==> kinds of logic after synthesis <==
kind of cell	synth area share [%]
muxes	0.431
AOI/OAI and AO/OA	6.27
buffers and inverters	9.62
xor gates and xnor gates	9.71
adders and majority gates	54.0
DFF	15.7
and+or+nand+nor	4.31
==> worst max path at each step <==
| stage | start | endpoint | slack, ns |
|---|---|---|---|
| after global routing | state[5]$_DFF_PP1_ | state[15]$_DFF_PP1_ | 2.15 |
| after CTS | state[5]$_DFF_PP1_ | state[13]$_DFF_PP1_ | 2.54 |
| final | state[5]$_DFF_PP1_ | state[13]$_DFF_PP1_ | 2.54 |
==> power breakdown <==
part | leakage (nW) | internal [mW] | total [mW] | switching (mW)
registers | 0.180 | 0.0877 | 0.0877 | 0
logic | 1.33 | 0.000491 | 0.00238 | 0.00188
clock network | 0.0288 | 0.0472 | 0.0800 | 0.0327
total | 1.54 | 0.135 | 0.170 | 0.0346
==> metrics by stage <==
stage | instances | instance area (um^2)
2_1_floorplan | 248 | 2620
3_3_place_gp | 342 | 2880
3_5_place_dp | 342 | 2880
4_1_cts | 346 | 2940
5_1_grt | 346 | 2940
6_report | 346 | 2940
No activity file was given, so power comes from the tool's default toggle rates.
