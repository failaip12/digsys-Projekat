==> /design/flow/design.v <==
module reaction_time_benchmark (
    input clk,
    input rst,
    input start_trigger,
    input user_trigger,
    input [15:0] random_delay,
    output reg [3:0] ms,
    output reg react,
    output reg [1:0] display_select
);
parameter IDLE_STATE = 2'b00;
parameter START_STATE = 2'b01;
parameter REACT_STATE = 2'b10;
parameter SHOW_STATE = 2'b11;
reg [1:0] state;
reg [5:0] reaction_time;
reg [3:0] ms_ones = 0;
reg [3:0] ms_tens = 0;
reg [3:0] ms_hundreds = 0;
reg [3:0] ms_thousands = 0;
reg [31:0] delay;
always @(posedge clk) begin
    if (rst) begin
        state <= IDLE_STATE;
    end else begin
        case (state)
            IDLE_STATE:
                if (start_trigger) begin
                    delay <= random_delay * 4;
                    state <= START_STATE;
                end
            START_STATE: begin
                delay <= delay - 1;
                if (user_trigger) begin
                    state <= IDLE_STATE;
                end
                if(delay == 0) begin
                    delay <= random_delay * 4;
                    state <= REACT_STATE;
                 end
            end
            REACT_STATE:
                if (user_trigger) begin
                    state <= SHOW_STATE;
                end
            SHOW_STATE:
                if (start_trigger) begin
                    state <= START_STATE;
                end
        endcase
    end
end
always @(posedge clk) begin
    if (!rst) begin
        if (state == REACT_STATE) begin
            react <= 1;
            reaction_time <= reaction_time + 1;
        end
        else begin
            react <= 0;
        end
        if (state == START_STATE) begin
            reaction_time <= 0;
            react <= 0;
            ms_ones <= 0;
            ms_tens <= 0;
            ms_hundreds <= 0;
            ms_thousands <= 0;
        end
        if (reaction_time >= 49) begin
            ms_ones <= ms_ones + 1;
            reaction_time <= 0;
        end
        if (ms_ones >= 10) begin
            ms_tens <= ms_tens + 1;
            ms_ones <= 0;
        end
        if (ms_tens >= 10) begin
            ms_hundreds <= ms_hundreds + 1;
            ms_tens <= 0;
        end
        if (ms_hundreds >= 10) begin
            ms_thousands <= ms_thousands + 1;
            ms_hundreds <= 0;
        end
        if (ms_thousands >= 10) begin
            ms_thousands <= 9;
        end
    end
    else begin
        reaction_time <= 0;
    end
end
always @(posedge clk) begin
    if (state == REACT_STATE) begin
        display_select <= 0;
    end
    if (rst) begin
        ms <= 4'b0000;
        display_select <= 0;
    end else begin
        if (state == SHOW_STATE) begin
            case (display_select)
                2'b00: ms <= ms_tens;
                2'b01: ms <= ms_hundreds;
                2'b10: ms <= ms_thousands;
                2'b11: ms <= ms_ones;
            endcase
            display_select <= display_select + 1;
        end
    end
end
endmodule
==> /design/flow/run.sh <==
#!/bin/bash
# OpenROAD 26Q1-2900-gdf79404cd8, Yosys 0.63+post, stock flow scripts
make -C /OpenROAD-flow-scripts/flow DESIGN_CONFIG=/design/flow/config.mk WORK_HOME=/design/flow/orfs finish
==> /design/flow/config.mk <==
export PLATFORM = sky130hd
export DESIGN_NAME = reaction_time_benchmark
export DESIGN_NICKNAME = reaction_time_benchmark
export VERILOG_FILES = /design/flow/design.v
export SDC_FILE = /design/flow/constraint.sdc
export NUM_CORES = 4
export LEC_CHECK = 1
export CORE_UTILIZATION = 30
==> /design/flow/constraint.sdc <==
current_design reaction_time_benchmark

set clk_period 11.3
set clk_io_pct 0.2

create_clock -name clk0 -period $clk_period [get_ports {clk}]

set non_clock_inputs [all_inputs -no_clocks]
set_input_delay [expr $clk_period * $clk_io_pct] -clock clk0 $non_clock_inputs
set_output_delay [expr $clk_period * $clk_io_pct] -clock clk0 [all_outputs]
==> results.tsv <==
metric	value	unit
rows	39	
rrSetupSlack	8.33	ns
required	11.28	ns
clock_skew	0.00569	ns
worstMarginPinSlew	0.746	ns
path_class	in -> reg	
post_drt_wl_per_cell	12.9	um
cp_max_fo	32	
cts_buffer_depth	2	
via_per_inst	4.95	
num_io_pins	27	
r2r-start	delay[7]	
synth_warnings	1	
dieHeight	111	um
start_kind	primary input	
num_antenna_cells	0	
vdd_drop_max	0.0790	mV
finalCriticalPeriod	3.63	ns
fin_area	4290	um^2
cts_buffers	9	
flop_cell	edfxtp_1	
power_density	146	nW/um^2
wl	6.81	mm
synthArstFlopShare	0	
status	complete, no violations	
place_ws	7.29	ns
yosys_cells	354	
rr_endpoint	delay[7]	
hold_viol	0	
grt_max_degree	45	
slew_violations	0	
grt_pass1_wl	11.9	mm
critical_path.endpoint	delay[16]	
post-route-util	0.372	
ctsResizeCount	0	
edf_count	49	
setup_tns	0	ns
synth_area_leader_cell	edfxtp_1	
portBuffers	26	
crit_arrival	3.61	ns
warnings	35	
place_area	3970	um^2
synthCells	354	
h-tree-depth	3	
antenna_found_initial	0	
die-width	111	um
fp_util	0.311	
crit_path_end_kind	flip-flop	
core_region_area	11500	um^2
drc	0	
root_buffer	clkbuf_16	
hold-worst-slack	0.479	ns
r2r_cells	5	
hold_start	reaction_time[5]	
worst_slack	7.67	ns
n_fill_cell	1104	
setup_violations	0	
layout-drive-gt1-share	0.0518	
cap_violations	0	
top_cells_by_area	edfxtp_1, dfxtp_1, xnor2_1	
synth_area	3580	um^2
rsz0062_at_grt	false	
grt_pass1_vias	2525	
clk_pin_slew	0.06	ns
cts_setup_buffers	0	
cts.sink_count	65	
ys_ff	65	
globalRouteOverflowTotal	0	
ys_chip_area	3580	um^2
syn_to_final_growth	19.7	%
ys_seq_frac	0.500	
yosysUniqueCellTypes	40	
crit_path_start	rst	
cts_tree	done	
dr.pass1.iters	22	
fmax	0.275	GHz
drtAntennaViolNets	0	
dp_hpwl	4.61	mm
p_leak	1.43	nW
num_vias	2618	
cts.hold.buffers_added	0	
drtIter0Drc	124	
clkLatencyLatePin	0.33	ns
gp_congestion	0.860	
period_used_share	0.322	
grt.total_usage	0.120	
relSlewSlack	0.498	
avgSynthCellArea	10.1	um^2
die-area	12400	um^2
holdCritPathClass	reg -> reg	
top_area_frac	0.411	
-- worst min path at each step --
stage / endpoint / slack, ns / cells past startpoint
after CTS: reaction_time[5] / 0.48 / 2
after global routing: ms[1] / 0.54 / 2
final: reaction_time[5] / 0.48 / 2
-- routing by layer --
| metal | GRT usage | vias to the layer above | wire length, um |
|---|---|---|---|
| met4 | 0.0126 | 0 | 51 |
| li1 | - | 1327 | - |
| met3 | 0.0290 | 4 | 331 |
| met1 | 0.174 | 1224 | 3310 |
| met5 | 0 | - | 0 |
| met2 | 0.195 | 63 | 3120 |
-- power by group --
part	total (mW)	switching, mW	leakage (nW)	internal (mW)
combinational	0.0494	0.0269	0.685	0.0225
sequential	0.288	0.0145	0.597	0.273
clock	0.287	0.103	0.147	0.185
-- critical path: stages --
cell             delay [ns]
clkdlybuf4s50_1        0.72
nor2_2                 0.21
buf_4                  0.39
-- synthesized netlist by cell type, types with 4 or more instances --
library cell   n
a222oi_1       4
o31ai_1        6
nor2_1        56
inv_1         15
o21ai_0       23
xor2_1        13
nand3_1        9
nor3_1        12
a21oi_1        5
mux2i_1        9
nor4_1        12
ha_1          17
nand2_1       35
clkbuf_1       8
xnor2_1       25
edfxtp_1      49
dfxtp_1       16
or4_1          4
-- per-stage QoR --
step | power (mW) | std cells
2_1_floorplan | 0.325 | 354
3_3_place_gp | 0.341 | 513
3_5_place_dp | 0.342 | 513
4_1_cts | 0.632 | 529
5_1_grt | 0.652 | 529
6_report | 0.625 | 529
-- cell families after synthesis --
logic type | synth area share
flops | 0.500
xor+xnor | 0.0929
compound gates | 0.0912
simple gates | 0.197
mux | 0.0251
buf+inv | 0.0346
fa+ha+maj | 0.0594
-- registers in the layout, summed over array words and instances, names as in the netlist --
name	flops
delay	32
display_select	2
ms	4
ms_hundreds	4
ms_ones	4
ms_tens	4
ms_thousands	4
react	1
reaction_time	6
state	4
-- layout make-up --
cell class                      instances  area [um^2]  share of cell area
Clock buffer                           11          254              0.0592
Clock inverter                          5         62.6              0.0146
Inverter                               15         56.3              0.0131
Multi-Input combinational cell        262         1670               0.389
Sequential cell                        65         1790               0.418
Tap cell                              143          179              0.0417
Timing Repair Buffer                   28          275              0.0642
-- cells in the final DEF, fill, tap and decap left out, drive strengths merged, types with 11 or more instances in the layout --
cell type	n
clkbuf	11
clkdlybuf4s50	26
dfxtp	16
edfxtp	49
ha	17
inv	15
nand2	35
nor2	56
nor3	12
nor4	12
o21ai	25
xnor2	25
xor2	13
Power is estimated from default activity; no workload was simulated.
